==> ./design.v <==
module cpu(
    input clk,
	output [7:0] a,
	output [7:0] b,
	output [7:0] c,
	output [7:0] ip
);
    wire [7:0] a;
	wire [7:0] b;
	wire [7:0] c;
	wire [7:0] ip;
	reg [18:0] instr_mem [0:254];
	wire [18:0] instr;
	initial begin		
		instr_mem[0] = 20'b111_00000010_00000011;
		instr_mem[1] = 20'b111_00000001_00000001;
		instr_mem[2] = 20'b010_00000010_00000001;
		instr_mem[3] = 20'b011_00000000_00000000;
		instr_mem[4] = 20'b101_00000000_00000010;
	end
	assign val = c;
	assign instr = instr_mem[ip];
	wire [7:0] alu_i1;
	wire [7:0] alu_i2;
	wire [7:0] alu_out;
	wire alu_op;
	wire [7:0] data_read_addr;
	wire [7:0] data_write_addr;
	wire [7:0] data_read_val;
	wire [7:0] data_write_val;
	wire write_enable;
	data_memory mem0(
		.clk(clk),
		.read_addr(data_read_addr),
		.write_addr(data_write_addr),
		.write_val(data_write_val),
		.write_enable(write_enable),
		.read_val(data_read_val)
	);
	control control0(
		.clk(clk),
		.a(a),
		.b(b),
		.c(c),
		.ip(ip),
		.instr(instr),
		.data_read_addr(data_read_addr),
		.data_write_addr(data_write_addr),
		.data_read_val(data_read_val),
		.data_write_val(data_write_val),
		.write_enable(write_enable),
		.alu_out(alu_out),
		.alu_i1(alu_i1),
		.alu_i2(alu_i2),
		.alu_op(alu_op)
	);
	alu alu0 (
	    .op(alu_op),
		.i1(alu_i1),
		.i2(alu_i2),
		.res(alu_out)
	);
endmodule
module control(
    input clk,
	output reg [7:0] a,
	output reg [7:0] b,
	output reg [7:0] c,
	output reg [7:0] ip,
	input [18:0] instr,
	output [7:0] data_read_addr,
	output [7:0] data_write_addr,
	input [7:0] data_read_val,
	input [7:0] data_write_val,
	output write_enable,
	input [7:0] alu_out,
	output [7:0] alu_i1,
	output [7:0] alu_i2,
	output alu_op
);
	initial begin
		ip = 0;
	end
	wire [2:0] op;
	wire [7:0] addr;
	wire [7:0] reg1;
	wire [7:0] reg2;
	wire [7:0] next_instr;
	wire [7:0] imm_val;
	assign op = instr[18:16];
	assign addr = instr[7:0];
	assign reg1 = instr[7:0];
	assign reg2 = instr[15:8];
	assign imm_val = instr[7:0];
	assign next_instr = instr[7:0];
	assign alu_op = op == ADD ? 0 : 1;
	assign alu_i1 = (reg2 == 0) ? a :
					(reg2 == 1) ? b :
	                (reg2 == 2) ? c : 0;
	assign alu_i2 = (reg1 == 0) ? a :
					(reg1 == 1) ? b :
	                (reg1 == 2) ? c : 0;
	assign data_read_addr = addr;
	assign data_write_addr = addr;
	assign data_write_val = c;
	assign write_enable = op == ST;
	parameter LD = 0;
	parameter ADD = 1;
	parameter SUB = 2;
	parameter JZ = 3;
	parameter JNZ = 4;
	parameter J = 5;
	parameter ST = 6;
	parameter STR = 7;
	always @(posedge clk) begin
		case(op)
			LD: begin
				if (reg2 == 0)
					a <= data_read_val;
				if (reg2 == 1)
					b <= data_read_val;
				if (reg2 == 2)
					c <= data_read_val;
				ip <= ip + 1;
			end
			ADD: begin
				c <= alu_out;
				ip <= ip + 1;
			end
			SUB: begin
				c <= alu_out;
				ip <= ip + 1;
			end
			JZ: begin
				ip <= c == 0 ? next_instr : (ip + 1);
			end
			JNZ: begin
				ip <= c != 0 ? next_instr : (ip + 1);
			end
			J: begin
				ip <= next_instr;
			end
			ST: begin
				ip <= ip + 1;
			end
			STR: begin
				if (reg2 == 0)
					a <= imm_val;
				if (reg2 == 1)
					b <= imm_val;
				if (reg2 == 2)
					c <= imm_val;
				ip <= ip + 1;
			end
		endcase
	end
endmodule
module alu(
	input op,
	input [7:0] i1,
	input [7:0] i2,
	output [7:0] res
);
    assign res = op ? (i1 - i2) : (i1 + i2);
endmodule
module data_memory(
	input clk,
	input [7:0] read_addr,
	input [7:0] write_addr,
	input [7:0] write_val,
	input write_enable,
	output [7:0] read_val
);
	reg [7:0] data_mem [0:254];
	initial begin
		data_mem[0] = 2;
		data_mem[1] = 3;
		data_mem[2] = 5;
		data_mem[3] = 5;
		data_mem[4] = 5;
		data_mem[5] = 5;
	end
	assign read_val = data_mem[read_addr];
	always @(posedge clk) begin
		if (write_enable)
			data_mem[write_addr] <= write_val;
	end
endmodule
==> ./run.sh <==
#!/bin/bash
# OpenROAD 26Q1-2900-gdf79404cd8, Yosys 0.63+post, stock flow scripts
make -C /OpenROAD-flow-scripts/flow DESIGN_CONFIG=/design/flow/config.mk WORK_HOME=/design/flow/orfs finish
==> ./config.mk <==
export PLATFORM = sky130hd
export DESIGN_NAME = cpu
export DESIGN_NICKNAME = cpu
export VERILOG_FILES = /design/flow/design.v
export SDC_FILE = /design/flow/constraint.sdc
export NUM_CORES = 4
export LEC_CHECK = 1
export CORE_UTILIZATION = 30
export SYNTH_MEMORY_MAX_BITS = 65536
==> ./constraint.sdc <==
current_design cpu

set clk_period 4.3
set clk_io_pct 0.2

create_clock -name clk0 -period $clk_period [get_ports {clk}]

set non_clock_inputs [all_inputs -no_clocks]
set_input_delay [expr $clk_period * $clk_io_pct] -clock clk0 $non_clock_inputs
set_output_delay [expr $clk_period * $clk_io_pct] -clock clk0 [all_outputs]
==> run notes <==
Entry: Yosys synthesis followed by OpenROAD place and route.

Power:
- The run puts the peak supply drop at 0.0001957 V.
- The run puts the power per cell area at 311.1 nW/um^2.
- The run puts the cell leakage power at 1.470 nW.

Place:
- Per the gpl log, the routability congestion estimate is 0.8994.
- The run gives the HPWL after detailed placement as 5501 microns.
- The run gives the total of buffers placed on input and output ports as 32.

Cells and area:
- The run puts the register cell area after layout at 1842 sq um.
- The run gives the growth of design area from synthesis to finish as 23.17%.
- The run puts the fraction of final layout cells sized beyond drive strength 1 at 0.1419.
- The run puts the share of the core filled with cells in the final layout at 0.3838.
- The run gives the area occupied by multi-input gates as 1311 sq um.
- The run puts the number of filler instances in the final layout at 971.

Detailed routing:
- The run gives the average routed wire per standard cell as 18.13 microns.
- The run gives the detailed-route vias per instance as 5.125.
- Once iteration 0 of detailed routing completed, the report listed 176 DRC markers.
- The routed wirelength on the met1 layer is recorded as 3672 microns.
- The highest layer touched by signal routing is met4.
- The run puts the number of antenna repair diodes at 0.
- Per the detail_route report, the via count comes to 2214.
- According to the report, the first pass of detailed routing completed in 4 iterations.
- The detailed router reports a met3 wire length of 608 microns.
- The run puts the sum of routed wire length over all layers at 7834 microns.
- In this run the remaining antenna-violating nets after routing total 0.
- The run gives the post-detailed-route DRC marker count as 0.
- The run puts the wire length on met2 at 3464 microns.

Worst hold path:
- The run gives the worst hold path stage count as 1.
- The run gives the path class of the lowest-slack min-delay path as flop to flop.
- In this run the most critical hold path is launched from control0.ip[3].
- Hold analysis lists the worst path endpoint as control0.ip[3].

Setup path:
- The run puts the biggest fanout along the worst timing path at 10.
- The critical path goes through ha_1, inv_1, ha_1, buf_4, nand2b_1, mux2i_1, nor4_4, nand2b_1, xor2_1, ha_1, or3_1, o32ai_1, o21ai_0, nor4bb_1, a211o_1.
- The setup check on the worst reg-to-reg path leaves a slack of 280 ps.
- The timing report shows that the slowest cell on the worst path is dfxtp_1.
- The run puts the worst path required time at 4400 ps.
- The run gives the endpoint arrival time on the critical path as 4120 ps.
- The run gives the capturing element type of the critical path as a flop.
- The worst setup path is of the flop to flop kind.
- Counting cells, the worst reg-to-reg path comes to 15.
- STA classifies the critical path startpoint as a flop.
- The launch point of the worst register-to-register path is recorded as control0.ip[1].
- The timing report shows the most common cell along the critical path to be ha_1.
- STA lists the endpoint of the worst register-to-register path as control0.c[7].
- In this design, the stage delay of the slowest critical-path cell is 400 ps.

Timing:
- Max-slew check failures listed in the final report amount to 0.
- The run puts the hold violation count in the final report at 0.
- The run gives the total of endpoints with negative setup slack in the final report as 0.
- The run puts the final period demand of the worst path at 4020 ps.
- The run gives the maximum clock frequency as 248.8 MHz.
- The run gives the share of the cycle needed by the critical path after routing as 0.9348.
- Looking at the max-slew report, the worst-margin pin has a slew of 800.6 ps.
- The run gives the final sum of negative setup slack as 0 ps.
- Setup repair after global routing left no endpoint under its margin.
- The run puts the worst relative slew slack at 0.4643.
- In the final run the clock tree shows a worst skew of 9.135 ps.

Clock tree:
- TritonCTS built the clock tree.
- The run gives the number of buffers created by CTS as 9.
- The run puts the H-tree depth at 3.
- The run gives the later-pin clock latency in the skew report as 350 ps.
- The run gives the quantity of hold-fixing buffers added after cts as 0.
- In this run the clock root is driven by a clkbuf_8.
- The run puts the clock sink count at 64.
- The run gives the clock transition at the register clock pins on the worst setup and hold paths after CTS as 80 ps.
- In this run the deepest clock path goes through 2 buffers.

Floorplanning:
- The chip occupies 11240 sq um.
- The run gives the die boundary height as 106.0 microns.
- The run gives the I/O pin total as 33.
- The run puts the die extent in x at 106.0 microns.
- In this run the core area contains 37 standard-cell rows.
- The run puts the floorplan-stage core utilization at 0.3116.
- The run gives the floorplan core area as 10420 sq um.

Yosys:
- The run puts the instance count of the mapped netlist at 247.
- Yosys reported a register bit count of 64.
- The synth_stat.txt file lists the number of cells as 247.
- The run gives the proportion of register bits with asynchronous set or reset after synthesis as 0.
- The run gives the number of warning messages in the yosys log as 4.
- The run puts the number of library cell types mapped by synthesis at 44.
- Counting flops with a built-in enable in the synthesized netlist gives 56.
- Before any placement, the netlist area is recorded as 3246 sq um.
- The run puts the sequential share of the synthesized area at 0.5675.
- The run gives the average instance area after synthesis as 13.14 sq um.
- The run gives the dominant register cell as edfxtp_1.
- The run puts the yosys synthesis chip area at 3246 sq um.

Global routing:
- The run gives the initial antenna violation count as 0.
- The run gives the global-route congestion overflow total as 0.
- The number of global-route vias before repair came to 2259.
- The first global-routing pass estimated 12570 microns of wire.
- The run gives the pin count of the biggest net entering global routing as 17.
- Overall routing resource usage recorded by global route was 0.1554.

Flow run:
- The run puts the number of OpenROAD warnings at 28.
- The run gives the count of maximum capacitance violations as 0.

Run status:
- The flow ran to the end, and the final reports show no timing, DRC or antenna violations.
-- metal layers --
metal | track usage | up-vias
met1 | 0.2478 | 1089
met2 | 0.2227 | 77
li1 | - | 1038
met5 | 0 | -
met4 | 0.01587 | 0
met3 | 0.05503 | 10
-- placed cells by master, fill, tap and decap left out, types with 2 or more instances in the layout --
master and instances:
buf_4 12, o21a_1 4, a21o_1 3, xor2_1 6
nand2_1 11, a21oi_1 15, nand2b_1 8, mux2_2 2
inv_6 3, nor3_1 4, or3_1 2, clkdlybuf4s50_1 32
a211oi_1 2, o21ai_0 7, nand3_1 3, inv_1 6
clkbuf_16 3, ha_1 12, mux4_2 8, xnor2_1 4
clkbuf_8 9, and2_1 10, clkinv_1 2, dfxtp_1 8
and3_1 4, edfxtp_1 56, o2bb2ai_1 2, nor2_1 10
nor4_1 3, o22ai_1 15, mux2i_1 15
-- cells in the mapped netlist, drive strengths merged, types with 2 or more instances --
| master | number | share of area |
|---|---|---|
| mux2 | 2 | 0.0069 |
| a21o | 3 | 0.0069 |
| and3 | 4 | 0.0077 |
| a21oi | 15 | 0.023 |
| xnor2 | 4 | 0.011 |
| mux4 | 8 | 0.056 |
| nand3 | 3 | 0.0046 |
| a211oi | 2 | 0.0046 |
| nand2b | 8 | 0.015 |
| dfxtp | 8 | 0.049 |
| nor3 | 4 | 0.0062 |
| ha | 12 | 0.046 |
| clkbuf | 4 | 0.0050 |
| nor4 | 4 | 0.012 |
| o2bb2ai | 2 | 0.0054 |
| clkinv | 2 | 0.0023 |
| xor2 | 6 | 0.016 |
| inv | 6 | 0.0069 |
| o22ai | 15 | 0.029 |
| nand2 | 11 | 0.013 |
| o21ai | 7 | 0.011 |
| o21a | 4 | 0.0093 |
| or3 | 2 | 0.0039 |
| mux2i | 16 | 0.049 |
| nor2 | 11 | 0.015 |
| buf | 7 | 0.015 |
| edfxtp | 56 | 0.52 |
| and2 | 10 | 0.019 |
-- per-stage QoR --
step | instance area, sq um | hold slack [ps] | setup slack [ps] | instances | total power [mW]
finish | 3998 | 463.3 | 280.2 | 432 | 1.244
CTS | 3994 | 467.4 | 294.2 | 432 | 1.255
global route | 3998 | 504.4 | 52.24 | 432 | 1.281
global placement | 3760 | 441.7 | 394.2 | 416 | 0.6785
floorplan | 3246 | 405.7 | 464.6 | 247 | 0.6785
detailed placement | 3760 | 447.9 | 295.6 | 416 | 0.6785
-- timing repair --
action                     in CTS  in global routing
gates resized                   0                  1
hold endpoints to repair        0                  0
buffers inserted                0                  0
setup endpoints to repair       0                  1
-- final cells by class --
type / count / area share
tap: 136 / 0.04257
sequential: 64 / 0.4607
clock inverter: 4 / 0.008764
clock buffer: 12 / 0.04977
inverter: 8 / 0.007512
multi-input combinational: 164 / 0.3280
timing repair buffer: 44 / 0.1027
-- registers in the layout, indices dropped and copies added, names as in the netlist --
| name | count |
|---|---|
| control0.ip | 8 |
| mem0.data_mem | 32 |
| control0.c | 8 |
| control0.a | 8 |
| control0.b | 8 |
-- cells by family after synthesis --
family,count (synthesis),share of synthesized area
AND/OR/NAND/NOR,60,0.1045
flip-flops,64,0.5675
XOR/XNOR,10,0.02698
multiplexers,26,0.1118
AND-OR/OR-AND,55,0.1072
buffers and inverters,19,0.02968
adder cells (fa/ha/maj),13,0.05243
-- critical path: cells and delay by family (launching register included) --
kind,cells,cell delay (ps)
XOR/XNOR,1,160
buffers and inverters,2,320
flip-flops,1,400
AND-OR/OR-AND,3,760
adder cells (fa/ha/maj),3,820
AND/OR/NAND/NOR,5,1170
multiplexers,1,130
-- where the power goes --
part	switching (mW)	internal, mW
Combinational	0	0
Sequential	0	0.664
Clock	0.257	0.322
-- worst max path at each step --
| stage | from | to | cells after the start |
|---|---|---|---|
| after CTS | control0.ip[1] | control0.c[7] | 15 |
| after global routing | control0.ip[1] | control0.c[7] | 16 |
| final | control0.ip[1] | control0.c[7] | 15 |
Power and IR drop assume default switching activity.
